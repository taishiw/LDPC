--- config.mk ---
export PLATFORM = sky130hd
export DESIGN_NAME = row
export DESIGN_NICKNAME = row
export VERILOG_FILES = /design/flow/design.v
export SDC_FILE = /design/flow/constraint.sdc
export NUM_CORES = 4
export LEC_CHECK = 1
export CORE_AREA = 10 10 102 102
export DIE_AREA = 0 0 112 112
--- constraint.sdc ---
current_design row

set clk_period 4.6
set clk_io_pct 0.2

create_clock -name clk0 -period $clk_period [get_ports {clk}]

set non_clock_inputs [all_inputs -no_clocks]
set_input_delay [expr $clk_period * $clk_io_pct] -clock clk0 $non_clock_inputs
set_output_delay [expr $clk_period * $clk_io_pct] -clock clk0 [all_outputs]
--- design.v ---
module row(i_data,i_val,o_data,o_val,clk,xrst,i_init);
   input  [15:0] i_data; 
   input  i_val; 
   output [15:0] o_data; 
   output reg o_val; 
   input  clk; 
   input  xrst; 
   input [2:0] i_init; 
   reg signed [15:0] r_min; 
   reg 			  r_exor; 
   assign o_data=(!r_exor)?r_min:(-r_min+1);
   always@(posedge clk or negedge xrst)begin
      if(!xrst)
	o_val <= 0;
      else if (i_val)
	o_val <= 1;
      else
	o_val <= o_val;
   end
   always@(posedge clk or negedge xrst)begin
      if(!xrst)
	r_exor <= 0;
      else if(i_val)
	begin
	   if(i_init == 1)
	     r_exor<=i_data[15];
	   else 
	     r_exor<=r_exor^i_data[15];
	end
      else
	r_exor <= r_exor;
   end  
   always@(posedge clk)begin
      if(!xrst)
	r_min <= 16'b1111111111111111;
      else if (i_val)
	begin
	   if(i_init == 1)
	     r_min <= funcabs(i_data);
	   else
	     r_min <= (funcabs(i_data)< r_min)?funcabs(i_data):r_min;
	end
      else
	r_min <= r_min;
   end
   function [15:0] funcabs;
      input [15:0] i_data;
      funcabs=(!i_data[15])? i_data:(-i_data+1);
   endfunction   
endmodule  
--- run.sh ---
#!/bin/bash
# OpenROAD 26Q1-2900-gdf79404cd8, Yosys 0.63+post, stock flow scripts
make -C /OpenROAD-flow-scripts/flow DESIGN_CONFIG=/design/flow/config.mk WORK_HOME=/design/flow/orfs finish
==> reports/metrics.cfg <==
[setup_path]
end_kind=flip-flop
r2r-start=r_min[6]
critPathLaunchType=primary input
rrSetupSlack_ps=2150
crit_path_start=i_data[3]
path_cells=clkdlybuf4s50_1 > or4_1 > or4_1 > nor3b_2 > ha_1 > nand2_1 > nor2_1 > or4b_2 > o22ai_4 > buf_12 > mux2_2
critical-path-max-stage-delay_ps=680
cpLargestDelayFamily=simple AND/OR/NAND/NOR gates
crit_required_ps=4750
path_buffers=2
critical_path_class=in2reg
cp.arrival_ps=4500
worst_path_most_repeated_cell=or4_1
cp_slowest_cell=or4_1
cp_max_fo=11

[floorplanning]
initCoreUtil_pct=21.3
row_count=33
ios=39
die_w_um=112
core_area_mm2=0.00822
dieArea_mm2=0.0125
die-height_um=112

[pwr]
p_sw_share_pct=31.2
p_total_mw=0.776
vdd_drop_max_mv=0.0945
p_int_mw=0.534
comb_power_share_pct=56.5
power_density_mw_per_mm2=317
switching_power_mw=0.242
p_clk_share_pct=16.8
power_frac_seq_pct=26.7
p_leak_nw=1.05

[global_routing]
antenna_found_initial=0
grt.total_usage_pct=6.80
first_global_vias=1535
met1_usage_pct=10.0
gr-usage-met3_pct=1.36
grt_start_max_net_pins=24
grt_pass1_wl_um=7420
globalRoute.busiestLayer=met2
overflow=0
gr-usage-met2_pct=10.2

[route]
wl_per_cell_um=11.9
num_antenna_cells=0
vias_per_cell=4.34
dr.pass1.iters=4
routed_wl_um=4460
antenna_left=0
first_iter_violations=81
drc=0
vias=1626

[logic_synthesis]
ys_seq_share_pct=21.2
synth.distinct_cells=39
syn_area_per_cell_um2=8.09
ys.flops=18
edf_count=0
async_reset_ff_share_pct=11.1
ff_type=dfxtp_1
ys.warnings.count=1
ys_cells=216
yosys_area_mm2=0.00175
netlist_instances=216
syn_area_mm2=0.00175

[final_timing]
fmax_mhz=230
min_period_ps=4360
hold_viol_final=0
setup_tns_ps=0
worst_clock_skew_ps=1.18
slew_violations=0
setup_viol=0
relSlewSlack_pct=30.0
rsz0062_at_grt=no
worst_pin_slew_ps=1040
finalCritPeriodShare_pct=94.7

[min_path]
worstHoldStart=o_val
min_path_type=reg2reg

[placement]
io_buffers=38
post-dp-hpwl_um=3860
gp_congestion=0.826

[clock_tree]
clock-root-buffer=clkbuf_8
htree_levels=1
cts_tree=done
clock_latency_ps=250
clk_pin_slew_worst_paths_ps=70
numCtsBuffers=3
clock_path_buffers=2
cts_hold_buf=0
cts_sinks=18

[status]
outcome=completed

[job]
cap_violations=0
openroad.warnings=25

[finish]
drive_gt1_share_pct=15.2
syn_to_final_growth_pct=40.1

## timing repair
item | 4_1_cts | 5_1_grt
setup buffers | 0 | 1
endpoints found under the setup margin | 0 | 16
resized | 0 | 1
## power groups by stage
stage     Combinational, mW  Sequential (mW)  Clock (mW)
4_1_cts               0.446            0.208       0.133
5_1_grt               0.495            0.214       0.138
6_report              0.438            0.207       0.131
## final cells by class
class                   count  area (µm²)
multi-input cells         168        1260
inverters                  21        78.8
well taps                 105         131
fillers                   836        5770
flip-flops and latches     18         370
repair buffers             59         551
clock buffers               4        55.1
## worst paths after layout
kind	end	cells past startpoint
min in group asynchronous	o_val	1
hold / removal	o_val	1
setup reg to reg	r_min[1]	10
max in group asynchronous	r_exor	1
hold reg to reg	o_val	1
setup / recovery	r_min[12]	11
## synthesized netlist by cell type, types with 2 or more instances
cell / instances / area (µm²)
a21oi_1: 4 / 20.0
o21ai_0: 11 / 55.1
o31ai_1: 10 / 75.1
or2_2: 3 / 18.8
clkbuf_1: 5 / 18.8
nand3_1: 5 / 25.0
or3_1: 4 / 25.0
nor2b_1: 2 / 12.5
dfrtp_1: 2 / 50.1
buf_4: 2 / 15.0
or2_0: 5 / 31.3
mux2i_1: 8 / 80.1
nand2b_1: 2 / 12.5
inv_1: 21 / 78.8
buf_2: 2 / 10.0
xnor2_1: 27 / 236
mux2_2: 7 / 78.8
dfxtp_1: 16 / 320
nand4_1: 2 / 12.5
nand2_1: 23 / 86.3
or4_1: 3 / 22.5
o41ai_1: 2 / 17.5
ha_1: 17 / 213
nor2_1: 18 / 67.6
## cell families after synthesis
logic type      Yosys count  share of synthesized area, %
buf+inv                  30                          7.02
mux                      15                          9.10
xor+xnor                 28                          14.0
flops                    18                          21.2
fa+ha+maj                17                          12.2
compound gates           35                          15.4
simple gates             73                          21.1
## through the flow
step | hold WS, ps | instance area [µm²] | util [%] | std cells | setup slack (ps)
2_1_floorplan | 410 | 1750 | - | 216 | 355
4_1_cts | 473 | 2420 | 29.5 | 374 | 79.6
3_5_place_dp | 452 | 2360 | 28.8 | 370 | -177
6_report | 466 | 2450 | 29.8 | 375 | 243
5_1_grt | 506 | 2450 | 29.8 | 375 | 16.1
3_3_place_gp | 458 | 2360 | 28.8 | 370 | -145
## sequential cells by signal, summed over array words and instances, names as in the netlist
register and count:
o_val 1, r_exor 1, r_min 16
## cell usage in the layout, fill, tap and decap left out, types with 2 or more instances in the layout
master,count
clkdlybuf4s50_1,38
or2_0,5
dfxtp_1,16
nand3_1,5
a21oi_1,4
nor2_1,18
nand4_1,2
nand2_1,23
o41ai_1,2
mux2_2,7
mux2i_1,8
o21ai_0,11
or2_2,3
dfrtp_1,2
buf_4,20
xnor2_1,27
or4_1,3
nor2b_1,2
inv_1,21
clkbuf_8,4
ha_1,17
or3_1,4
nand2b_1,2
o31ai_1,10
## routing by layer
metal  part of all wire [%]  wire, µm
met2                     41      1810
met3                    4.4       198
met5                      0         0
met1                     53      2380
met4                    1.7        76
Power is estimated from default activity; no workload was simulated.
