## /design/flow/run.sh

```bash
#!/bin/bash
# OpenROAD 26Q1-2900-gdf79404cd8, Yosys 0.63+post, stock flow scripts
make -C /OpenROAD-flow-scripts/flow DESIGN_CONFIG=/design/flow/config.mk WORK_HOME=/design/flow/orfs finish
```

## /design/flow/config.mk

```make
export PLATFORM = sky130hd
export DESIGN_NAME = sram_lambda
export DESIGN_NICKNAME = sram_lambda
export VERILOG_FILES = /design/flow/design.v
export SDC_FILE = /design/flow/constraint.sdc
export NUM_CORES = 4
export LEC_CHECK = 1
export CORE_UTILIZATION = 50
export SYNTH_MEMORY_MAX_BITS = 65536
```

## /design/flow/constraint.sdc

```tcl
current_design sram_lambda

set clk_period 20.3
set clk_io_pct 0.2

create_clock -name clk0 -period $clk_period [get_ports {clk}]

set non_clock_inputs [all_inputs -no_clocks]
set_input_delay [expr $clk_period * $clk_io_pct] -clock clk0 $non_clock_inputs
set_output_delay [expr $clk_period * $clk_io_pct] -clock clk0 [all_outputs]
```

## /design/flow/design.v

```verilog
module sram_lambda
  (
   input             clk,
   input             i_wen, 
   input [19:0]       i_waddr, i_raddr, 
   input [15:0]      i_wdata, 
   output reg [15:0] o_rdata 
    );
  reg [15:0]           mem[399:0];
  always@(posedge clk)
    if (i_wen) mem[i_waddr] <= i_wdata;
  always@(posedge clk)
    if (!i_wen) o_rdata <= mem[i_raddr];
endmodule  
```

==> flow_results.org <==
#+TITLE: Flow metrics

** Final timing
- Final tally of setup violations :: 0
- Endpoints failing hold :: 0
- Max_slew headroom :: 6.61%
- F_max :: 105 MHz
- Setup repair after global routing left no endpoint under its margin.
- Counting pins that exceed their max-slew limit in the final report gives 0.
- Min Hold Slack :: 1050 ps
- Counting I/O delays and the setup requirement, the final critical path takes 9490 ps.
- Looking at the max-slew report, the worst-margin pin has a slew of 1390 ps.
- Setup TNS :: 0 ps
- Of the available clock period, the critical path in the final layout requires 46.8%.
- Final clock skew :: 65.1 ps

** Place
- The count of buffers added on input and output ports is 51.
- Global placer's final weighted congestion :: 0.945
- Hpwl dp :: 459000 µm

** GRT
- The number of global-route vias before repair is 135000.
- Global-route wire length before repair :: 1020000 µm
- Gr ovfl total :: 0
- Overall routing resource usage recorded by global route was 33.8%.
- Initial antenna violation count :: 48
- Maximum number of pins on one net before global-route repair :: 108

** Routing
- For this sky-water flow run, the detailed-routed wirelength per cell is reported as 38.3 µm.
- Number of design rule violations left after detail routing :: 0
- Wires add up to 735000 µm.
- Number of violations reported at the end of detailed-routing iteration 0 :: 8335
- Length of the first detailed-routing pass in iterations :: 5
- The routed layout has 122000 vias.
- ANT nets after route :: 0
- Routed via count divided by cell count :: 6.35

** Critical path
- Critical path type :: in2reg
- In this run the worst path has a maximum fanout of 70.
- Worst EP required :: 21130 ps
- Data arrives at the worst endpoint at 10320 ps.
- STA classifies the critical path startpoint as a primary input.
- STA classifies the critical path endpoint as a flip-flop.

** Clock network
- The number of hold buffers added after CTS was 0.
- Max Buffers Root-to-Sink :: 4
- Clock tree synthesis inserted a total of 644 buffers.
- Clock tree from TritonCTS :: built
- CTS Sinks :: 6416
- Clock-pin slew reported for the worst setup and hold paths after clock tree synthesis :: 60 ps
- Clock tree synthesis selected as its root buffer the cell clkbuf_16.
- In this run the number of H-tree levels came out at 6.
- The skew report gives the latency at the later pin of the worst-skew pair as 1130 ps.
- Cells resized by post-CTS repair :: 0
- After clock tree synthesis, the setup repair step added 0 buffers.

** Synth
- Synthesis area per yosys :: 247000 µm²
- Of all cell types, the one taking the most synthesized area is edfxtp_1.
- Number of synthesized flops with an enable pin :: 6416
- Count of yosys warnings during synthesis :: 1
- Yosys cell count :: 11200
- The average instance in the mapped netlist occupies 22.0 µm².
- The gate-level netlist out of Yosys references 76 unique cell types.
- Counting flops with an async set or reset pin after synthesis yields a share of 0%.
- Synthesized instance count :: 11200
- Dominant register cell in the synthesized netlist :: edfxtp_1
- For reference, the top cells by area after synthesis are edfxtp_1, mux4_2, mux2i_1, nor2_1, buf_6.
- Area of the mapped netlist :: 247000 µm²
- After synthesis, the largest area contributor takes up 77.9% of total cell area.
- Flop and latch count out of synthesis :: 6416
- Fraction of the yosys area taken by sequential cells :: 77.9%

** Finish
- Final core area utilization :: 57.0%
- The most common logic cells in the final layout are edfxtp_1, mux4_2, buf_4, clkbuf_16, mux2i_1.
- Leaving out fill and tap cells, the most frequent cell in the layout is edfxtp_1.
- The post-route netlist has 27.6% of its cells at a drive strength greater than 1.
- Relative area change from synthesis to final layout :: 13.2%

** Pwr
- The design draws 27500 µW.
- Per the OpenROAD power report, leakage power amounts to 0.0883 µW.
- The clock network accounts for 41.5% of the total power.
- Of the total power, the share spent switching nets is 21.9%.
- Pwr/cell area :: 98.1 nW/µm²
- Net switching component of the power :: 6020 µW
- The flow reports that combinational logic draws 5.3% of the design power.
- The highest supply drop recorded on VDD is 0.0981 mV.
- Internal power comes to 21500 µW.
- The flow reports that sequential cells draw 53.2% of the design power.

** Die
- Core Box Area :: 491000 µm²
- For this configuration, the core starts out at a cell density of 50.3%.
- Top Ports :: 74
- Chip area :: 497000 µm²
- Num rows :: 257
- Die Ht :: 705 µm
- Die x size :: 705 µm

** Outcome
- The run finished with clean final reports.

** Run
- Max-cap violations :: 0
- OpenROAD warning count :: 57

** Hold path
- Type of the worst min-delay path :: reg2reg
-- synth_stat cells, types with 96 or more instances --
master    number
a21oi_1      146
a22oi_1       96
buf_2        155
buf_6        114
clkbuf_1     247
edfxtp_1    6416
mux2i_1      573
mux4_2      1451
nand2_1      276
nor2_1       547
o221ai_1     140
o22ai_1      186
-- logic make-up after synthesis --
family                 after synthesis  synth area share (%)
DFF                               6416                  77.9
buffers and inverters              668                  1.66
AOI/OAI and AO/OA                  917                  2.61
muxes                             2060                  15.8
and+or+nand+nor                   1173                  2.08
-- path summary, 6_finish.rpt --
path / startpoint / end / slack, ps / cells after the start
setup / recovery: i_raddr[0] / o_rdata[6] / 10810 / 13
hold reg to reg: mem[237][0] / o_rdata[0] / 1050 / 4
setup reg to reg: mem[299][7] / o_rdata[7] / 16470 / 8
hold / removal: mem[237][0] / o_rdata[0] / 1050 / 4
-- power groups by stage --
stage / clock network (µW) / logic [µW] / registers, µW
finish: 11400 / 1470 / 14600
global route: 12000 / 1530 / 14600
CTS: 11500 / 1450 / 14600
-- registers in the layout (all words and copies together) (netlist names) --
signal	flops
o_rdata	16
mem	6400
-- metal layers --
metal	vias to the layer above	GRT usage [%]	wire, µm
li1	49600	-	-
met4	94	14.2	42600
met2	9554	45.7	332000
met5	-	6.65	4020
met1	61100	36.8	199000
met3	1581	31.2	157000
-- metrics by stage --
stage	std cells	cell area, µm²	worst slack (ps)
floorplan	11200	247000	13600
global placement	18000	260000	9710
detailed placement	18000	260000	9640
CTS	19200	280000	10810
finish	19200	280000	10810
global route	19200	280000	10480
-- area by class of cell --
| type | count | area, µm² |
|---|---|---|
| fill | 34600 | 211000 |
| timing repair buffer | 949 | 7600 |
| multi-input combinational | 4150 | 51300 |
| antenna | 46 | 115 |
| tap | 6475 | 8100 |
| sequential | 6416 | 193000 |
| clock inverter | 353 | 3270 |
| clock buffer | 808 | 16900 |
| inverter | 7 | 41.3 |
-- critical path, cell delays in order --
cell and delay, ps:
buf_16 400, buf_4 570, buf_4 630, buf_12 480, buf_4 620, buf_12 470, mux4_2 580, mux4_2 560
o2111ai_1 770, nor3_1 90, a31oi_1 330, buf_4 240, o311ai_1 120
No activity file was given, so power comes from the tool's default toggle rates.
