$ cat design/flow/run.sh
#!/bin/bash
# OpenROAD 26Q1-2900-gdf79404cd8, Yosys 0.63+post, stock flow scripts
make -C /OpenROAD-flow-scripts/flow DESIGN_CONFIG=/design/flow/config.mk WORK_HOME=/design/flow/orfs finish
$ cat design/flow/config.mk
export PLATFORM = sky130hd
export DESIGN_NAME = add
export DESIGN_NICKNAME = add
export VERILOG_FILES = /design/flow/design.v
export SDC_FILE = /design/flow/constraint.sdc
export NUM_CORES = 4
export LEC_CHECK = 1
export CORE_AREA = 10 10 102 102
export DIE_AREA = 0 0 112 112
$ cat design/flow/constraint.sdc
current_design add

set clk_period 8.4
set clk_io_pct 0.2

create_clock -name clk0 -period $clk_period [get_ports {clk}]

set non_clock_inputs [all_inputs -no_clocks]
set_input_delay [expr $clk_period * $clk_io_pct] -clock clk0 $non_clock_inputs
set_output_delay [expr $clk_period * $clk_io_pct] -clock clk0 [all_outputs]
$ cat design/flow/design.v
module add(i_data,i_val,o_data,o_val,clk,xrst,i_init);  
   input signed [15:0] i_data; 
   input 		    i_val; 
   output reg signed [15:0] o_data; 
   output reg	       o_val; 
   input 	       clk; 
   input 	       xrst; 
   input [2:0] 	       i_init; 
   always@(posedge clk) begin
	 if(!xrst)
	   o_data<=0;
	 else if (i_val)
	   begin
	      if(i_init == 1)
		o_data <= i_data;
	      else
		o_data <= o_data + i_data;
	   end
	 else
	   o_data <= o_data;
   end
   always@(posedge clk) begin
      if(!xrst)
	o_val <= 0;
      else if (i_val)
	o_val <= 1;
      else
	o_val <= o_val;
   end
endmodule
==> impl_metrics.ini <==
; yosys + openroad results
[status]
outcome = finished clean

[timing]
period_used_pct = 46.8
clock_skew_ps = 5.03
slew_headroom_pct = 58.7
hold_viol_final = 0
period_minus_slack_ps = 3930
worstMarginPinSlew_ps = 619
setup_tns_ps = 0
max_freq_ghz = 0.254
grt_setup_unrepaired = no
fin_ws_ps = 4470
setup_violations = 0
drv_slew = 0

[clock_tree]
cts_made_buffers = 3
post_cts_buffers = 0
cts_sinks = 17
clk_latency_ps = 260
cts_tree = done
cts_root_buffer = clkbuf_8
cts_resized = 0
cts_max_level = 1
hold_buffers = 0
clk_pin_slew_ps = 70
clock_path_buffers = 2

[power_and_ir_drop]
p_switching_w = 0.000109
power_frac_seq_pct = 32.1
clockPowerShare_pct = 21.5
p_int_w = 0.000198
swShare_pct = 35.6
peakVddDrop_uv = 64.8
combPwrFrac_pct = 46.4
p_leak_nw = 0.874
power_density_mw_per_mm2 = 147

[worst_hold_path]
hold_path_class = reg2reg
hp-start = o_val$_SDFFE_PN0P_
holdPathEnd = o_val$_SDFFE_PN0P_
hold_path_depth = 2

[routing]
wl_mm = 4.95
dr.pass1.iters = 4
viasPerCell = 4.68
ant_nets = 0
vias = 1586
drc_errors = 0
antennaDiodeCount = 0
routedWlPerCell_um = 14.6
drtIter0Drc = 74

[floorplan]
num_rows = 33
die_h_um = 112
core-area_mm2 = 0.00822
ios = 39
fp_util_pct = 19.3
dieWidth_um = 112
die-area_mm2 = 0.0125

[worst_setup_path]
crit_type = in2reg
worstPathRequired_ps = 8520
timing.rr.start = o_data[0]$_SDFFE_PN0P_
startpoint_type = input pin
crit_path_end_kind = flip-flop
cp.arrival_ps = 4060
critPathMaxFanout = 4
rrSetupSlack_ps = 5990
reg2reg_depth = 8
path_cells = clkdlybuf4s50_1 -> ha_1 -> fa_1 -> a211oi_2 -> o21bai_2 -> and2_1 -> or3_1 -> a311oi_1 -> nor3_1
r2r_end = o_data[10]$_SDFFE_PN0P_
slowest_stage = fa_1
critical-path-max-stage-delay_ps = 440

[logic_synthesis]
postSynthSeqShare_pct = 21.4
syn_avg_cell_area_um2 = 7.95
flop_cell = dfxtp_1
numSynthFlops = 17
synth_chip_area_mm2 = 0.00159
edf_count = 0
synth.distinct_cells = 50
async_reset_ff_share_pct = 0
synth.yosys.warnings = 1
ys_cells = 200
syn_inst = 200
syn_area_mm2 = 0.00159

[final_layout]
fillCellCount = 881
area_growth_pct = 31.6
drive_gt1_share_pct = 7.69

[place]
routabilityCongestion = 0.851
post-dp-hpwl_mm = 3.68
portBuffers = 38
preCtsSetupSlack_ps = 4200

[grt]
grt_util_all_layers_pct = 7.87
grt_pass1_wl_mm = 8.40
grt_max_degree = 25
grt_pass1_vias = 1563
antenna_found_initial = 0
grt_remaining_overflow = 0

[run]
drv_cap = 0
warnings = 25
[worst max path at each step]
stage / from / to / cells after the start
after CTS: i_data[0] / o_data[10]$_SDFFE_PN0P_ / 9
after global routing: i_data[0] / o_data[10]$_SDFFE_PN0P_ / 9
final: i_data[0] / o_data[10]$_SDFFE_PN0P_ / 9
[kinds of logic (layout without fill, tap and decap cells)]
| kind of cell | Yosys count | in the layout | synth area share (%) |
|---|---|---|---|
| adders and majority gates | 16 | 16 | 13.1 |
| and+or+nand+nor | 69 | 69 | 21.8 |
| DFF | 17 | 17 | 21.4 |
| AOI/OAI and AO/OA | 72 | 72 | 30.6 |
| xor gates and xnor gates | 6 | 6 | 3.31 |
| buffers and inverters | 13 | 47 | 5.43 |
| muxes | 7 | 7 | 4.41 |
[cell usage in the layout (no fill, tap or decap), types with 2 or more instances in the layout]
master           count
clkdlybuf4s50_1     38
a21oi_1             23
nand2_1             20
nor2_1              17
dfxtp_1             17
ha_1                15
o21ai_0             11
mux2i_1              7
a21o_1               6
nand3_1              6
and3_1               5
nor3_1               4
o21ai_1              4
and2_1               3
xnor2_1              3
inv_1                3
a211oi_1             3
a311oi_1             3
xor2_1               3
a31oi_1              3
clkbuf_8             3
and2_4               2
a21oi_2              2
and3_2               2
a221oi_2             2
nor3b_1              2
buf_4                2
[layer usage]
metal	track usage, %	up-vias	wire length [µm]
met5	0	-	0
met4	0.508	0	31
met3	2.66	2	321
met2	12.4	32	2190
met1	10.7	731	2410
li1	-	821	-
[critical path, delay by kind of cell]
family / cells / cell delay (ps)
AND/OR/NAND/NOR: 3 / 570
buffers and inverters: 1 / 420
AND-OR/OR-AND: 3 / 700
adder cells (fa/ha/maj): 2 / 690
[power groups by stage]
stage	Clock (W)	Combinational (W)	Sequential, W
finish	0.0000661	0.000142	0.0000986
global route	0.0000714	0.000161	0.000100
CTS	0.0000685	0.000143	0.0000987
[Yosys cell counts, drive strengths merged, types with 5 or more instances]
master	number	share of area, %
a21oi	25	8.3
a21o	7	3.4
nand3	6	1.9
and2	5	2.3
ha	15	12
o21ai	15	4.7
nand2	20	4.7
dfxtp	17	21
mux2i	7	4.4
clkbuf	9	4.0
nor2	17	4.0
and3	7	2.9
[area by class of cell]
type / instances / area (µm²) / share of cell area (%)
Clock buffer: 4 / 45.0 / 2.15
Inverter: 3 / 11.3 / 0.539
Multi-Input combinational cell: 170 / 1170 / 55.8
Sequential cell: 17 / 340 / 16.3
Tap cell: 105 / 131 / 6.28
Timing Repair Buffer: 40 / 395 / 18.9
[through the flow]
stage	hold WS, ps	power, W	instances	instance area, µm²	util [%]
3_5_place_dp	464	0.000242	335	2050	24.9
3_3_place_gp	456	0.000241	335	2050	24.9
4_1_cts	482	0.000310	339	2090	25.4
2_1_floorplan	411	0.000193	200	1590	-
5_1_grt	518	0.000332	339	2090	25.4
6_report	475	0.000307	339	2090	25.4
[registers in the layout (all words and copies together), names as in the netlist]
| name | count |
|---|---|
| o_val | 1 |
| o_data | 16 |
No activity file was given, so power comes from the tool's default toggle rates.
