File: flow/design.v
module qam_mod
(
 input [7:0]         i_data,
 input                                 i_val,
 input                                 i_ready,
 input [2:0]         i_conf_qam_num,
 input                                 i_conf_qam_gray,
 output reg signed [15:0] o_data_re,
 output reg signed [15:0] o_data_im,
 output reg                            o_val,
 output reg                            o_ready,
 input                                 clk, xrst
 );
  wire [15:0]             w_o_data_re, w_o_data_im;
  wire [1:0]                           w_bpsk_re, w_bpsk_im;
  parameter zBPSK   = 0;
  wire [1:0]                           w_qpsk_re, w_qpsk_im;
  parameter zQPSK   = 1;
  wire [2:0]                           w_qam16_re, w_qam16_im;
  parameter zQAM16  = 2;
  wire [3:0]                           w_qam64_re, w_qam64_im;
  parameter zQAM64  = 3;
  wire [4:0]                           w_qam256_re, w_qam256_im;
  parameter zQAM256 = 4;
  assign w_bpsk_re = {!i_data[0], 1'b1};
  assign w_bpsk_im = 0;
  assign w_qpsk_re = {!i_data[1], 1'b1};
  assign w_qpsk_im = {i_data[0], 1'b1};
  assign w_qam16_re = (i_conf_qam_gray) ?
                      {!i_data[3],
                       i_data[3] ^ i_data[2],
                       1'b1}:
                      {!i_data[3], i_data[2], 1'b1};
  assign w_qam16_im = (i_conf_qam_gray) ?
                      {i_data[1],
                       i_data[1] ^ !i_data[0],
                       1'b1}:
                      {i_data[1], !i_data[0], 1'b1};
  assign w_qam64_re = (i_conf_qam_gray) ?
                      {!i_data[5],
                       i_data[5] ^ i_data[4],
                       i_data[5] ^ i_data[4] ^ i_data[3],
                       1'b1}:
                      {!i_data[5], i_data[4:3], 1'b1};
  assign w_qam64_im = (i_conf_qam_gray) ?
                      {i_data[2],
                       i_data[2] ^ !i_data[1],
                       i_data[2] ^ !i_data[1] ^ i_data[0],
                       1'b1}:
                      {i_data[2], !i_data[1], !i_data[0], 1'b1};
  assign w_qam256_re = (i_conf_qam_gray) ?
                       {!i_data[7],
                        i_data[7] ^ i_data[6],
                        i_data[7] ^ i_data[6] ^ i_data[5],
                        i_data[7] ^ i_data[6] ^ i_data[5] ^ i_data[4],
                        1'b1}:
                       {!i_data[7], i_data[6:4], 1'b1};
  assign w_qam256_im = (i_conf_qam_gray) ?
                       {i_data[3],
                        i_data[3] ^ !i_data[2],
                        i_data[3] ^ !i_data[2] ^ i_data[1],
                        i_data[3] ^ !i_data[2] ^ i_data[1] ^ i_data[0],
                        1'b1}:
                       {i_data[3], !i_data[2], !i_data[1], !i_data[0], 1'b1};
  assign w_o_data_re =
                      (i_conf_qam_num == zBPSK)   ? {w_bpsk_re,   14'b0}:  
                      (i_conf_qam_num == zQPSK)   ? {w_qpsk_re,   14'b0}:  
                      (i_conf_qam_num == zQAM16)  ? {w_qam16_re,  13'b0}:  
                      (i_conf_qam_num == zQAM64)  ? {w_qam64_re,  12'b0}:  
                      (i_conf_qam_num == zQAM256) ? {w_qam256_re, 11'b0}:  
                     'd0;
  assign w_o_data_im =
                      (i_conf_qam_num == zBPSK)   ? {w_bpsk_im,   14'b0}:  
                      (i_conf_qam_num == zQPSK)   ? {w_qpsk_im,   14'b0}:  
                      (i_conf_qam_num == zQAM16)  ? {w_qam16_im,  13'b0}:  
                      (i_conf_qam_num == zQAM64)  ? {w_qam64_im,  12'b0}:  
                      (i_conf_qam_num == zQAM256) ? {w_qam256_im, 11'b0}:  
                     'd0;
  always@(posedge clk or negedge xrst)
    if (!xrst)
      o_ready <= 0;
    else
      o_ready <= i_ready;
  always@(posedge clk or negedge xrst)
    if (!xrst)
      o_val <= 0;
    else
      o_val <= i_val;
  always@(posedge clk or negedge xrst)
    if (!xrst)
      o_data_re <= 0;
    else if (i_val)
      o_data_re <= w_o_data_re;
    else
      o_data_re <= 0;
  always@(posedge clk or negedge xrst)
    if (!xrst)
      o_data_im <= 0;
    else if (i_val)
      o_data_im <= w_o_data_im;
    else
      o_data_im <= 0;
endmodule
File: flow/run.sh
#!/bin/bash
# OpenROAD 26Q1-2900-gdf79404cd8, Yosys 0.63+post, stock flow scripts
make -C /OpenROAD-flow-scripts/flow DESIGN_CONFIG=/design/flow/config.mk WORK_HOME=/design/flow/orfs finish
File: flow/config.mk
export PLATFORM = sky130hd
export DESIGN_NAME = qam_mod
export DESIGN_NICKNAME = qam_mod
export VERILOG_FILES = /design/flow/design.v
export SDC_FILE = /design/flow/constraint.sdc
export NUM_CORES = 4
export LEC_CHECK = 1
export CORE_AREA = 10 10 82 82
export DIE_AREA = 0 0 92 92
File: flow/constraint.sdc
current_design qam_mod

set clk_period 1.0
set clk_io_pct 0.2

create_clock -name clk0 -period $clk_period [get_ports {clk}]

set non_clock_inputs [all_inputs -no_clocks]
set_input_delay [expr $clk_period * $clk_io_pct] -clock clk0 $non_clock_inputs
set_output_delay [expr $clk_period * $clk_io_pct] -clock clk0 [all_outputs]
==> job_summary.md <==
### Metrics collected by this job

| Metric | Value |
|---|---|
| Status | `finished, final reports clean` |
| Clock power share | `roughly 33%` |
| Final Wtd Congestion | `0.829` |
| WL/cell | `about 11 um` |
| Drt pass-1 iters | `4` |
| Pin count of the biggest net entering global routing | `12` |
| CTS max path bufs | `2` |
| Placed insts | `about 220` |
| P_sw | `about 0.34 mW` |
| Cycle use final | `98.2%` |
| Final ANT Viol Nets | `0` |
| Initial antenna violation count | `0` |
| Gate Count Post-Synth | `between 100 and 150` |
| Required @ worst endpoint | `about 1.1 ns` |
| Vias in the first global route | `~850` |
| Yosys chip area | `about 930 sq um` |
| Internal power | `around 0.97 mW` |
| Setup TNS | `0 ns` |
| Total die size | `roughly 8500 sq um` |
| Root Buffer | `clkbuf_8` |
| H-tree lvl count | `1` |
| Worst setup slack after layout | `~0.018 ns` |
| Crit start category | `input port` |
| Chip Height | `around 92 um` |
| Top Layout Cells | `buf_4 (24), conb_1 (22), dfrtp_1 (11), clkbuf_2 (10), nand2_1 (8)` |
| ANT cells | `0` |
| Share of layout cells above drive strength 1 | `a little over two fifths` |
| Clock sink total | `11` |
| Buffers on Ports | `27` |
| Endpoints failing hold | `0` |
| Dpl hpwl | `2140 um` |
| Crit path kind | `in2reg` |
| Share of power burned in registers | `36.2%` |
| Worst EP arrival | `approximately 1.1 ns` |
| Post-synthesis cell type count | `32` |
| Tool Warnings | `28` |
| DR vias/cell | `between 3 and 4` |
| Max_cap viols | `0` |
| # setup viols final | `0` |
| Tot GR Track Use | `under 10%` |
| First-pass GRT wire length | `4140 um` |
| Warning count from the yosys run | `1` |
| Clock Pin Slew Worst Setup and Hold Paths | `around 0.05 ns` |
| FP Core Util | `around 18%` |
| Area Overhead vs Synth | `53.3%` |
| Final wirelength | `roughly 2600 um` |
| Core Box Area | `around 5100 sq um` |
| Crit Path Max Fanout | `2` |
| Hold Crit Class | `in2async` |
| Detailed Route Iter0 Violations | `15` |
| Non-Filler Instances | `approximately 230` |
| Min Tclk post-route | `around 0.98 ns` |
| Fmax | `between 1 and 1.5 GHz` |
| Cell area after layout | `1430 sq um` |
| Seq cells post-synth | `11` |
| Finished Core Util | `~28%` |
| Crit path capture type | `register` |
| Power, Total | `1.32 mW` |
| Die W | `approximately 92 um` |
| Placed cell areas | `about 1400 sq um` |
| CTS buffer count | `3` |
| Total number of vias | `between 800 and 900` |
| Switching share of total power | `between 20% and 30%` |
| Slew Viols, Final | `0` |
| Comb pwr share | `a little under a third` |
| Final hold slack | `between 0.2 and 0.3 ns` |
| I/O pin count | `~50` |
| P per Cell Area | `slightly above 900 nW/um^2` |
| Dpl ws | `-0.637 ns` |
| Post-Synthesis Cell Area | `a little over 900 sq um` |
| Register share after synthesis | `~30%` |
| Row cnt | `26` |
| Syn avg cell area | `just under 9 sq um` |
| LEAKAGE | `0.717 nW` |
| Commonest Layout Cell | `buf_4` |
| Peak supply drop | `0.292 mV` |
| RSZ-0062 raised after global routing | `true` |
| DR DRC count | `0` |
| Ys cells | `107` |
| GRT overflow | `0` |
| CTS tree | `yes` |
## final cells by class
class | instances | area (sq um)
clock buffers | 4 | 45.0
flip-flops and latches | 11 | 275
fillers | 577 | 3650
well taps | 70 | 87.6
repair buffers | 54 | 398
multi-input cells | 86 | 612
inverters | 3 | 11.3
## critical path: stages
cell           delay [ns]
dlygate4sd2_1        0.28
xnor2_1              0.15
a32o_2               0.24
o31a_1               0.23
## synth_stat cells
master	count	area (sq um)
nor3_1	1	5.00
a31oi_1	1	6.26
nand2b_1	3	18.8
nand2_1	11	41.3
o22ai_1	2	12.5
clkbuf_1	1	3.75
a21o_1	2	15.0
a21oi_1	3	15.0
and3b_1	1	8.76
o211ai_1	1	7.51
o31a_1	1	8.76
xor2_1	3	26.3
a32o_1	1	10.0
nor2_1	4	15.0
xor2_2	1	16.3
nand3b_1	4	30.0
buf_4	24	180
buf_2	3	15.0
conb_1	1	3.75
o32ai_2	1	16.3
mux2_2	2	22.5
o21ai_0	2	10.0
nand4_1	2	12.5
dfrtp_1	11	275
xnor2_1	6	52.6
a211oi_1	1	7.51
nor3b_4	1	18.8
mux2i_1	2	20.0
o31ai_1	1	7.51
inv_1	3	11.3
nand3_1	4	20.0
nor2b_1	3	18.8
## worst max path at each step
stage          endpoint         startpoint  slack [ns]
6_report  o_data_re[14]          i_data[6]        0.02
5_1_grt   o_data_re[14]          i_data[6]       -0.02
4_1_cts   o_data_re[14]  i_conf_qam_num[2]       -0.02
## sequential cells by signal, indices dropped and copies added, names as in the netlist
register   cells
o_data_re      4
o_data_im      5
o_ready        1
o_val          1
## power groups by stage
stage	clock network (mW)	registers (mW)	logic, mW
4_1_cts	0.448	0.476	0.400
6_report	0.432	0.476	0.408
5_1_grt	0.465	0.479	0.453
## routing by layer
| metal | track usage [%] | part of all wire [%] | up-vias |
|---|---|---|---|
| met2 | 7.76 | 36 | 37 |
| met4 | 0.900 | 1.6 | 0 |
| li1 | - | - | 416 |
| met3 | 1.98 | 7.9 | 5 |
| met5 | 0 | 0 | - |
| met1 | 8.86 | 54 | 359 |
## what timing repair did
action | in CTS | in global routing
setup endpoints to repair | 21 | 14
pin swaps | 6 | 5
setup buffers | 0 | 1
hold buffers | 0 | 0
gates cloned | 0 | 1
gates resized | 62 | 25
## cell families after synthesis
family	after synthesis	synth area share, %
xor+xnor	10	10.2
mux	4	4.56
simple gates	34	20.3
compound gates	16	12.5
flops	11	29.5
buf+inv	31	22.5
other cells	1	0.402
Power is estimated from default activity; no workload was simulated.
