==> flow/design.v <==
module sram
  (
   input             clk,
   input             i_wen, 
   input [19:0]       i_waddr, i_raddr, 
   input [15:0]      i_wdata, 
   output reg [15:0] o_rdata 
    );
  reg [15:0]           mem[799:0];
  always@(posedge clk)
    if (i_wen) mem[i_waddr] <= i_wdata;
  always@(posedge clk)
    if (!i_wen) o_rdata <= mem[i_raddr];
endmodule  
==> flow/run.sh <==
#!/bin/bash
# OpenROAD 26Q1-2900-gdf79404cd8, Yosys 0.63+post, stock flow scripts
make -C /OpenROAD-flow-scripts/flow DESIGN_CONFIG=/design/flow/config.mk WORK_HOME=/design/flow/orfs finish
==> flow/config.mk <==
export PLATFORM = sky130hd
export DESIGN_NAME = sram
export DESIGN_NICKNAME = sram
export VERILOG_FILES = /design/flow/design.v
export SDC_FILE = /design/flow/constraint.sdc
export NUM_CORES = 4
export LEC_CHECK = 1
export CORE_UTILIZATION = 50
export SYNTH_MEMORY_MAX_BITS = 65536
==> flow/constraint.sdc <==
current_design sram

set clk_period 65.0
set clk_io_pct 0.2

create_clock -name clk0 -period $clk_period [get_ports {clk}]

set non_clock_inputs [all_inputs -no_clocks]
set_input_delay [expr $clk_period * $clk_io_pct] -clock clk0 $non_clock_inputs
set_output_delay [expr $clk_period * $clk_io_pct] -clock clk0 [all_outputs]
==> impl_metrics.json <==
{
  "whs_ns": 1.317,
  "met3_usage": 0.3070,
  "finalHoldViolations": 0,
  "ys_ff": 12816,
  "edf_count": 12816,
  "cts_sinks": 12816,
  "dp_hpwl_um": 885700,
  "grt_pass1_wl_um": 2020000,
  "fmax_ghz": 0.04756,
  "detail-route-antenna-nets": 0,
  "path_clk_slew_ns": 0.06,
  "cp-end-kind": "flop",
  "rows": 365,
  "fp.coreArea_sq_um": 986900,
  "clock_skew_ns": 0.08196,
  "grt_max_degree": 132,
  "postCtsSetupBuffers": 0,
  "p_leak_nw": 177.3,
  "yosys.stat.seqShare": 0.7779,
  "hp-class": "flop to flop",
  "clock_latency_ns": 1.15,
  "required_ns": 65.88,
  "portBuffers": 53,
  "peakVddDrop_v": 0.00002473,
  "tightest_slew_ns": 1.365,
  "fp_util": 0.5013,
  "min_period_ns": 21.03,
  "cts_root_buf": "clkbuf_16",
  "yosys_area_sq_um": 494700,
  "grt_use_met2": 0.4428,
  "gp_congestion": 0.9164,
  "cts_buffer_depth": 5,
  "cp.arrival_ns": 21.90,
  "area_delta_synth_final_pct": 13.35,
  "synth_cells": 22315,
  "die_h_um": 996.7,
  "yosysWarnings": 1,
  "cts_tree": "done",
  "power-per-cell-area_nw_per_um2": 30.89,
  "cp_max_fo": 78,
  "slew-limit-headroom": 0.08807,
  "ys.flop_type": "edfxtp_1",
  "antenna_found_initial": 133,
  "grt-busiest-layer": "met2",
  "top_area_frac": 0.7779,
  "ios": 74,
  "viasPerCell": 6.263,
  "top_cell": "edfxtp_1",
  "yosys_cells": 22315,
  "use_met1": 0.3942,
  "grt_overflow": 0,
  "finalSetupTns_ns": 0,
  "grt.total_usage": 0.3339,
  "rsz0062_at_grt": "false",
  "slew_viol_final": 0,
  "synth_area_sq_um": 494700,
  "vias": 241298,
  "regArea_sq_um": 384800,
  "area_leaders": "edfxtp_1 (78%), mux4_2 (13%), mux2i_1 (2.7%)",
  "cts.repair.resized": 0,
  "routed_wl_um": 1451000,
  "die_area_sq_um": 993500,
  "avgRoutedWirePerCell_um": 37.67,
  "drive_gt1_frac": 0.2820,
  "firstDrtPassIters": 6,
  "ys_async_sr_fraction": 0,
  "n_fill_cell": 70261,
  "die_w_um": 996.7,
  "combGateArea_sq_um": 102600,
  "start_kind": "input port",
  "numCtsBuffers": 1312,
  "warning_count": 74,
  "synthTopCellsByCount": "edfxtp_1 (12816), mux4_2 (2925), mux2i_1 (1321)",
  "htreeDepth": 7,
  "setup_viol": 0,
  "worstSetupPathType": "input port to flop",
  "drt-initial-drc-count": 17324,
  "cap_violations": 0,
  "ctsHoldBuffers": 0,
  "syn_avg_cell_area_sq_um": 22.17,
  "yosys.area.top_type": "edfxtp_1",
  "r2r_setup_slack_ns": 60.30,
  "drc": 0,
  "fin_crit_sh": 0.3235,
  "status": "complete, no violations",
  "grt_pass1_vias": 264063,
  "ys_types": 78
}
final cells by class:
cell class / count / share of cell area
antenna: 145 / 0.0006470
clock inverter: 767 / 0.01340
inverter: 10 / 0.0001294
multi-input combinational: 8118 / 0.1830
tap: 13212 / 0.02948
sequential: 12816 / 0.6862
timing repair buffer: 1864 / 0.02622
clock buffer: 1594 / 0.06088
where the power goes:
group	leakage, nW	switching (mW)	internal (mW)
clock	20.3	3.16	4.17
combinational	41.9	0.601	0.283
sequential	115	0.00552	9.10
total	177	3.77	13.6
layout by cell type, fill, tap and decap left out, drive strengths merged, types with 22 or more instances in the layout:
master and count:
a211oi 48, o21ai 193, nand4 23, a221oi 46
clkbuf 1594, mux2i 1321, a21o 33, inv 62
a22oi 120, clkinvlp 26, bufinv 103, a2111oi 22
o221ai 427, diode 145, mux4 2925, nor3 139
nor2 940, and3 26, nand3 172, nor4 35
clkinv 586, mux2 35, a32oi 42, o22ai 322
buf 1838, edfxtp 12816, nand2 528, clkdlybuf4s50 26
a21oi 346, and2 27, a31oi 85
per-stage QoR:
step	power (mW)	setup WS (ns)	util	instance area, sq um	std cells
global placement	10.15	42.70	0.5257	518800	36020
global route	17.78	43.36	0.5680	560600	38438
detailed placement	10.16	42.63	0.5257	518800	36020
floorplan	9.719	49.11	-	494700	22315
finish	17.32	43.97	0.5683	560800	38526
CTS	17.41	43.85	0.5679	560500	38381
cell families (layout without fill, tap and decap cells):
family | count (synthesis) | after routing | share of synthesized area
DFF | 12816 | 12816 | 0.7779
muxes | 4281 | 4281 | 0.1607
and+or+nand+nor | 1975 | 1975 | 0.01689
AOI/OAI and AO/OA | 1862 | 1862 | 0.02635
buffers and inverters | 1381 | 4235 | 0.01821
other | 0 | 145 | 0
worst paths after layout:
check,startpoint,end,depth (start not counted)
worst min register to register,mem[636][14],o_rdata[14],6
worst max register to register,mem[47][2],o_rdata[2],9
worst max-delay path,i_raddr[0],o_rdata[2],19
worst min-delay path,mem[636][14],o_rdata[14],6
critical path, stage by stage:
cell and delay [ns]:
buf_16 0.33, buf_4 0.67, buf_4 0.51, buf_4 0.53, buf_4 0.58, buf_4 0.62, buf_4 0.58, buf_4 0.62
buf_12 0.51, buf_4 0.72, mux2i_1 0.28, o221ai_1 0.27, o22ai_1 0.27, nor3_1 0.11, nor3_1 0.56, o31a_1 0.62
a31oi_1 0.09, buf_4 0.23, a211o_1 0.31
per-layer routing:
layer	share of wire	vias up	routed length (um)
met4	0.049	202	71500
met2	0.45	17558	648800
met5	0.0042	-	6133
met1	0.28	122176	410600
met3	0.22	2801	314200
li1	-	98561	-
flip-flops by register name, summed over array words and instances, names as in the netlist:
name     count
mem      12800
o_rdata     16
Power figures rest on the tool's default switching activity, not on a simulated workload.
